**flow/config.mk**
```make
export PLATFORM = sky130hd
export DESIGN_NAME = FADDER32BIT
export DESIGN_NICKNAME = FADDER32BIT
export VERILOG_FILES = /design/flow/design.v
export SDC_FILE = /design/flow/constraint.sdc
export NUM_CORES = 4
export LEC_CHECK = 1
export CORE_AREA = 10 10 90 90
export DIE_AREA = 0 0 100 100
```
**flow/constraint.sdc**
```tcl
current_design FADDER32BIT

set clk_period 13.5
set clk_io_pct 0.2

create_clock -name clk0 -period $clk_period

set non_clock_inputs [all_inputs -no_clocks]
set_input_delay [expr $clk_period * $clk_io_pct] -clock clk0 $non_clock_inputs
set_output_delay [expr $clk_period * $clk_io_pct] -clock clk0 [all_outputs]
```
**flow/design.v**
```verilog
module DECODER(d0,d1,d2,d3,d4,d5,d6,d7,x,y,z);
	input x,y,z;
	output d0,d1,d2,d3,d4,d5,d6,d7;
	wire x0,y0,z0;
	not n1(x0,x);
	not n2(y0,y);
	not n3(z0,z);
	and a0(d0,x0,y0,z0);
	and a1(d1,x0,y0,z);
	and a2(d2,x0,y,z0);
	and a3(d3,x0,y,z);
	and a4(d4,x,y0,z0);
	and a5(d5,x,y0,z);
	and a6(d6,x,y,z0);
	and a7(d7,x,y,z);
endmodule
module FADDER(s,c,x,y,z);
	input x,y,z;
	wire d0,d1,d2,d3,d4,d5,d6,d7;
	output s,c;
	DECODER dec(d0,d1,d2,d3,d4,d5,d6,d7,x,y,z);
	assign s = d1 | d2 | d4 | d7,
	 c = d3 | d5 | d6 | d7;
endmodule
module FADDER8BIT(s,c,x,y,z);
	input [7:0] x,y;
	input z;
	output [7:0] s;
	output c;
	wire c1, c2, c3, c4, c5, c6, c7;
	FADDER f0(s[0], c1, x[0], y[0], z);
	FADDER f1(s[1], c2, x[1], y[1], c1);
	FADDER f2(s[2], c3, x[2], y[2], c2);
	FADDER f3(s[3], c4, x[3], y[3], c3);
	FADDER f4(s[4], c5, x[4], y[4], c4);
	FADDER f5(s[5], c6, x[5], y[5], c5);
	FADDER f6(s[6], c7, x[6], y[6], c6);
	FADDER f7(s[7], c, x[7], y[7], c7);
endmodule
module FADDER32BIT(s,c,x,y,z);
	input [31:0] x,y;
	input z;
	output [31:0] s;
	output c;
	wire c1, c2, c3;
	FADDER8BIT f0(s[7:0], c1, x[7:0], y[7:0], z);
	FADDER8BIT f1(s[15:8], c2, x[15:8], y[15:8], c1);
	FADDER8BIT f2(s[23:16], c3, x[23:16], y[23:16], c2);
	FADDER8BIT f3(s[31: 24], c, x[31: 24], y[31: 24], c3);
endmodule
module testbench;
	 reg [31:0] x,y;
	 reg z;
	 wire [31:0] s;
	 wire c;
	 FADDER32BIT fl(s,c,x,y,z);
	 initial
	 $monitor("x=%b,y=%b,z=%b,s=%b,c=%b",x,y,z,s,c);
	 initial
	 begin
	 #0 x=32'b00000000000000000000000000000000;y=32'b00000000000000000000000000000000;z=1'b0;
	 #4 x=32'b11111111111111111111111111111111;y=32'b11111111111111111111111111111111;z=1'b0;
	 #4 x=32'b11111111111111111111111111111111;y=32'b11111111111111111111111111111111;z=1'b1;
	 end
endmodule
```
**flow/run.sh**
```bash
#!/bin/bash
# OpenROAD 26Q1-2900-gdf79404cd8, Yosys 0.63+post, stock flow scripts
make -C /OpenROAD-flow-scripts/flow DESIGN_CONFIG=/design/flow/config.mk WORK_HOME=/design/flow/orfs finish
```
==> CHANGELOG.md <==
### Implementation results

- Post-synth top area cell: fa_1
- Cell area after layout: 1737 um2
- Crit share post-route: 1.251
- Crit-path max cell delay: 0.52 ns
- PD cells: around 41 nW/um2
- GR Overflow Total: 0
- Initial antenna violation count: 0
- Maximum vdd drop: about 17 uV
- Util after Layout: 0.2767
- Die Ht: 100 um
- HP Class: in -> out
- Seq/Total Area, Yosys: 0
- Seq pwr share: 0
- Hold_buf cts: 0
- Layout cells sized above 1: 0.3615
- Cell Type Count: 2
- Die x size: 100 um
- WL per Instance: 13.00 um
- Initial Util: 0.1403
- Top post-synthesis cells by area: fa_1 73%, buf_4 27%
- Flops: 0
- RSZ-0062 raised after global routing: yes
- Drt drc: 0
- Ys cells: 64
- Failing checks: setup timing
- Slew Viols, Final: 0
- Synth warnings: 0
- Port Buffers: 98
- CP max FO: 1
- Initial DRC Count: 1
- DR pass1 iterations: 2
- Setup bufs post-CTS: 0
- Sw Pwr: 0.00001942 W
- Standard-cell rows: 29
- Top cells excl fill/tap: 81 x clkdlybuf4s50_1, 32 x fa_2, 13 x buf_2
- Int Power: 0.00005199 W
- Syn_area_per_cell: 13.76 um2
- Tool warnings: 35
- Comb power frac: 1.000
- Final min period: 16.89 ns
- Largest net degree at the start of global routing: 2
- GRT Resource Usage Total: 0.05094
- Placer congestion estimate: 0.6831
- Final setup vio count: 11
- Number of diodes: 0
- Core area: 6277 um2
- Synthesized area: 880.8 um2
- CP Capture Type: output pin
- Post-route ant nets: 0
- Setup WS post-layout: -3.392 ns
- Syn Inst Count: 64
- Crit-path slowest cell: fa_2
- Setup TNS: -21.57 ns
- Vias: 678
- YS chip area: 880.8 um2
- Vias per cell: approximately 3.3
- Crit path buffers/inverters: 2
- Clock power share: 0
- Hold Violations, Final: 0
- Status: complete, but fails checks
- Post-Layout Cell Count: 207
- Maxcap violations: 0
- Post-DP HPWL: 2753 um
- Worst path most repeated cell: fa_2
- Dominant logic cell type in the layout: clkdlybuf4s50_1
- IO Pins: around 98
- Crit path DAT: 14.19 ns
- Fmax: 0.05920 GHz
- Die area: 10000 um2
- Net Sw Frac: 0.2719
- First-pass GRT wire length: between 4000 and 5000 um
- Placed cells: 207
- Delay-heaviest family, CP: adder cells
- Vias in the first global route: 858
- Cell Area, Placed: 1795 um2
- Synth top area share: 0.7273
- Crit Path Class: in -> out
- Worst Setup Start Kind: input port
- CP required: 10.80 ns
- LEAKAGE: 0.6057 nW
- Tightest Pin Transition: around 0.11 ns
- Register area: 0 um2
- DRT Wirelength: around 2700 um
- Clock buffers: 0
- Rel. slew slack: 0.9245
- Area grow syn2layout: 97.16%
## per-stage QoR
stage / setup slack (ns) / total power (W) / hold WS, ns
after global routing: -3.649 / 0.00008297 / 6.151
after CTS: -3.454 / 0.00007471 / 6.119
final: -3.392 / 0.00007141 / 6.107
after floorplan: -3.042 / 0.00003971 / 5.508
after detailed placement: -4.148 / 0.00008309 / 6.513
after global placement: -4.141 / 0.00008229 / 6.522
## tightest hold or removal path: stages
cell and delay (ns):
buf_6 0.07, fa_2 0.18, clkdlybuf4s50_1 0.46
## per-layer routing
| layer | part of all wire | global-route usage | vias up |
|---|---|---|---|
| li1 | - | - | 292 |
| met1 | 0.38 | 0.06197 | 312 |
| met2 | 0.36 | 0.06670 | 74 |
| met3 | 0.25 | 0.05135 | 0 |
| met4 | 0 | 0 | 0 |
| met5 | 0 | 0 | - |
## logic make-up after synthesis
logic type | after synthesis | share of synthesized area
buffers and inverters | 32 | 0.2727
adder cells (fa/ha/maj) | 32 | 0.7273
## final cells by class
cell class / count / area (um2)
fill: 642 / 4541
multi-input combinational: 32 / 720.7
tap: 77 / 96.34
timing repair buffer: 98 / 919.6
## power by group through the flow
stage | combinational, W | sequential, W | clock, W
final | 0.0000714 | 0 | 0
after global routing | 0.0000830 | 0 | 0
after CTS | 0.0000747 | 0 | 0
## final timing paths
| path | start | to | slack [ns] | depth (start not counted) |
|---|---|---|---|---|
| worst max-delay path | x[0] | s[31] | -3.39 | 34 |
| worst min-delay path | z | s[0] | 6.11 | 3 |
## what timing repair did
item,in CTS,in global routing
resized,52,2
pin swaps,1,0
setup endpoints to repair,14,12
## cells in the mapped netlist
cell / count
fa_1: 32
buf_4: 32
Power figures rest on the tool's default switching activity, not on a simulated workload.
